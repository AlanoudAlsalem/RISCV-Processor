`flow/run.sh`:
```
#!/bin/bash
# OpenROAD 26Q1-2900-gdf79404cd8, Yosys 0.63+post, stock flow scripts
make -C /OpenROAD-flow-scripts/flow DESIGN_CONFIG=/design/flow/config.mk WORK_HOME=/design/flow/orfs finish
```
`flow/config.mk`:
```
export PLATFORM = sky130hd
export DESIGN_NAME = forwardingUnit
export DESIGN_NICKNAME = forwardingUnit
export VERILOG_FILES = /design/flow/design.v
export SDC_FILE = /design/flow/constraint.sdc
export NUM_CORES = 4
export LEC_CHECK = 1
export CORE_AREA = 10 10 85 85
export DIE_AREA = 0 0 95 95
```
`flow/constraint.sdc`:
```
current_design forwardingUnit

set clk_period 2.5
set clk_io_pct 0.2

create_clock -name clk0 -period $clk_period [get_ports {clock}]

set non_clock_inputs [all_inputs -no_clocks]
set_input_delay [expr $clk_period * $clk_io_pct] -clock clk0 $non_clock_inputs
set_output_delay [expr $clk_period * $clk_io_pct] -clock clk0 [all_outputs]
```
`flow/design.v`:
```
module forwardingUnit
# (parameter 
    bOp     = 7'h63,
    jalrOp  = 7'h67
)
(   input clock,
    input reset,
    input [6:0] opCode,
    input [4:0] ID_EX_rd, EX_MEM_rd, MEM_WB_rd, 
    input [4:0] IF_ID_rs1, IF_ID_rs2, ID_EX_rs1, ID_EX_rs2,
    input regWrite_ID_EX, regWrite_EX_MEM, regWrite_MEM_WB, load_ID_EX, load_EX_MEM,
    input [1:0] branch,
    output reg [1:0] forwardOp1, forwardOp2,  
    output reg [1:0] ID_forwardOp1, ID_forwardOp2,
    output reg nop
);
    always @ (*) begin
        forwardOp1      <= 2'b0;
        forwardOp2      <= 2'b0;
        ID_forwardOp1   <= 2'b0;
        ID_forwardOp2   <= 2'b0;
        if(reset)
            nop         <= 1'b0;
        else begin
            if(load_ID_EX && ID_EX_rd != 0 && (ID_EX_rd == IF_ID_rs1 | ID_EX_rd == IF_ID_rs2))
                nop <= 1;
            else if(opCode == bOp || opCode == jalrOp) begin  
                if(load_EX_MEM && EX_MEM_rd != 0 && (EX_MEM_rd == IF_ID_rs1 | EX_MEM_rd == IF_ID_rs2))
                    nop <= 1;
                else if(ID_EX_rd != 0 && regWrite_ID_EX && (ID_EX_rd == IF_ID_rs1 | ID_EX_rd == IF_ID_rs2))
                    nop <= 1;
            end
            else
                nop         <= 1'b0;
            if      (EX_MEM_rd !=0 && regWrite_EX_MEM && (EX_MEM_rd == ID_EX_rs1))
                forwardOp1  <= 2'b01;
            else if (MEM_WB_rd !=0 && regWrite_MEM_WB && (MEM_WB_rd == ID_EX_rs1))
                forwardOp1 <= 2'b10;
            if      (EX_MEM_rd !=0 && regWrite_EX_MEM && (EX_MEM_rd == ID_EX_rs2))
                forwardOp2  <= 2'b01;
            else if (MEM_WB_rd !=0 && regWrite_MEM_WB && (MEM_WB_rd == ID_EX_rs2))
                forwardOp2 <= 2'b10;
            if (opCode == bOp || opCode == jalrOp) begin
                if      (EX_MEM_rd !=0 && regWrite_EX_MEM && (EX_MEM_rd == IF_ID_rs1))
                    ID_forwardOp1  <= 2'b01;
                else if (MEM_WB_rd !=0 && regWrite_MEM_WB && (MEM_WB_rd == IF_ID_rs1))
                    ID_forwardOp1 <= 2'b10;
                if      (EX_MEM_rd !=0 && regWrite_EX_MEM && (EX_MEM_rd == IF_ID_rs2))
                    ID_forwardOp2  <= 2'b01;
                else if (MEM_WB_rd !=0 && regWrite_MEM_WB && (MEM_WB_rd == IF_ID_rs2))
                    ID_forwardOp2 <= 2'b10;
            end
        end
    end
    always @ (negedge clock)
        nop <= 0;
endmodule
```
==> metrics.sh <==
OUTCOME='finished clean'
P_CLK_SHARE_PCT=0
ANTENNA-DIODE-COUNT=0
POST_SYNTHESIS_CELL_TYPE_WITH_THE_LARGEST_COMBINED_AREA='xnor2_1'
CRITPATHMAXSTAGEDELAY_NS=0.45
CRITICAL-PATH-SLOWEST-CELL='clkdlybuf4s50_1'
FINALWEIGHTEDCONGESTION=0.8757
ROUTED-VIA-COUNT=802
GRT_PASS1_WL_MM=4.388
LAYOUT.CLOCK_BUFFERS=0
FINALSETUPVIOLATIONS=0
NUMBER_OF_ANTENNA_VIOLATIONS_AT_THE_FIRST_CHECK_IN_GLOBAL_ROUTING=0
MAX-CAP-VIOLATIONS=0
WL_PER_CELL_UM=12.89
CELL_TOTAL_IN_THE_YOSYS_STAT_OUTPUT=86
TIMING_HOLD_VIOLATIONS_FINAL=0
FIRST_GLOBAL_VIAS=876
AVGVIACOUNTPERCELL=3.533
CRITPATHMOSTFREQUENTCELL='buf_4'
LAYOUT-DRIVE-GT1-SHARE_PCT=41.29
POST_SYNTH_MAIN_AREA_CONTRIBUTORS='xnor2_1 (36%), xor2_1 (19%), nor4b_4 (7.5%), nand3_1 (7.1%), nor3_1 (3.9%)'
PLACEMENT.IO_BUFFERS=47
SWITCHING_POWER_W=0.00008854
WORSTPATHARRIVAL_NS=1.93
HPWL_MM=2.571
DRTITER0DRC=9
GRT_START_MAX_NET_PINS=5
WORST_SETUP_PATH_END_KIND='primary output'
HP-CLASS='in2out'
DIE_WIDTH_UM=95
HOLDWS_NS=1.477
SYNTH-WARNING-COUNT=3
FINALCLOCKPERIODUSAGE_PCT=97.20
DPL_CELL_AREA_UM2=1348
SYN-MEAN-INSTANCE-AREA_UM2=7.405
FLOORPLANUTILIZATION_PCT=11.64
FINAL_ANTENNA_NET_COUNT=0
MOST_INSTANTIATED_LOGIC_CELLS_AFTER_ROUTING='buf_4 (28), xnor2_1 (20), clkdlybuf4s50_1 (19), dlygate4sd2_1 (16), xor2_1 (14)'
LAYOUT.AREA.COMB_UM2=700.7
CP_CELL_SEQUENCE='clkdlybuf4s50_1 > nand2_1 > nor4_2 > buf_4 > buf_4 > nand3_2 > nor3_2 > buf_2'
POWER_DENSITY_nW_PER_UM2=147.3
FMAX_MHz=411.5
FLOW.AREA_GROWTH_FROM_SYNTHESIS_PCT=131.0
ROW_COUNT=27
FINAL_MAX_SLEW_VIOL_COUNT=0
DR.PASS1.ITERS=4
SW_FRAC_OF_TOTAL_PCT=40.84
POSTROUTEWIRELENGTH_MM=2.925
NETLIST_INSTANCES=86
NUMBER_OF_FLIP_FLOPS_AND_LATCHES=0
POWER.IR.VDD_WORST_mV=0.04227
LAYOUT_MIN_CYCLE_TIME_NS=2.430
PORTION_OF_SYNTHESIZED_CELL_AREA_OCCUPIED_BY_THE_LEADING_CELL_TYPE_PCT=35.76
NUM-FILL-CELLS=577
SYNTH.YOSYS.SEQ_AREA_SHARE_PCT=0
WORST-SETUP-PATH-TYPE='in2out'
STAGE_LOG_WARNINGS=39
CRITPATHREQUIREDTIME_NS=2.00
COMBINATIONAL_FRACTION_OF_DESIGN_POWER_PCT=100.0
GROUTE.USAGE.OVERALL_PCT=6.152
GRT.OVERFLOW.TOTAL=0
FLOP_PWR_SHARE_PCT=0
CRITICAL_PATH.MAX_FANOUT=2
SYNTH.LIB_CELLS_USED.DISTINCT=18
REMAINING_DRC_ERRORS=0
CORE_UM2=5473
STDCELL_AREA_UM2=1471
P_INT_W=0.0001283
POWER.STATIC_LEAKAGE_nW=0.6329
DIE_AREA_UM2=9025
POWER_W=0.0002168
DIE_SPAN_IN_Y_UM=95
SYN-CELL-AREA_UM2=636.9
SYNTH-AREA-YOSYS_UM2=636.9
LAYOUT.CELLS.MOST_COMMON='buf_4'
LAYOUT.AREA.SEQ_UM2=0
CP-START-KIND='input pin'
IOS=60
## timing repair
action                     CTS  global route
setup buffers                8             0
pin swaps                   15             7
setup endpoints to repair    8             6
hold buffers                 0             0
resized                     66            11
## power groups by stage
stage | clock, W | combinational (W) | sequential [W]
after CTS | 0 | 0.000219 | 0
after global routing | 0 | 0.000233 | 0
final | 0 | 0.000217 | 0
## metrics by stage
step / worst slack [ns] / setup TNS [ns] / utilization (%) / instances
6_report: 0.07006 / 0 / 26.89 / 227
5_1_grt: -0.01359 / -0.01359 / 26.89 / 227
4_1_cts: 0.0007128 / 0 / 27.32 / 228
3_5_place_dp: -0.5589 / -3.892 / 24.62 / 220
3_3_place_gp: -0.5578 / -3.933 / 24.62 / 220
2_1_floorplan: 0.4137 / 0 / - / 86
## synthesized netlist by cell type
library cell and count:
buf_4 1, or4_1 2, buf_6 1, or4_4 1, clkbuf_1 5, xnor2_1 26, and2_1 2, xor2_1 14
nand3_1 9, buf_2 4, conb_1 1, o21ai_2 1, nor4_1 3, nor2_1 3, nand3b_1 2, nor4b_4 2
nand2_1 4, nor3_1 5
## final cells by class
class	count	share of cell area, %
Tap cell	72	6.122
Multi-Input combinational cell	75	47.62
Timing Repair Buffer	80	46.26
## layer usage
metal / global-route usage (%) / part of all wire [%] / vias to the layer above / routed length (um)
li1: - / - / 418 / -
met1: 6.516 / 37 / 355 / 1083
met2: 12.07 / 52 / 27 / 1519
met3: 2.083 / 10 / 2 / 297
met4: 0 / 0.85 / 0 / 25
met5: 0 / 0 / - / 0
## kinds of logic after synthesis
family	synth area share, %
compound gates	1.375
xor+xnor	55.01
buf+inv	9.038
other cells	0.5888
simple gates	33.99
## path summary, 6_finish.rpt
check	startpoint	endpoint	slack, ns	cells after the start
worst min-delay path	reset	forwardOp2[0]	1.48	4
worst max-delay path	opCode[6]	ID_forwardOp1[1]	0.07	8
## critical path: cells and delay by family
| family | cells | cell delay (ns) |
|---|---|---|
| buf+inv | 4 | 0.83 |
| simple gates | 4 | 0.59 |
No activity file was given, so power comes from the tool's default toggle rates.
